[design/flow/config.mk]
export PLATFORM = sky130hd
export DESIGN_NAME = mux32bit
export DESIGN_NICKNAME = mux32bit
export VERILOG_FILES = /design/flow/design.v
export SDC_FILE = /design/flow/constraint.sdc
export NUM_CORES = 4
export LEC_CHECK = 1
export CORE_AREA = 10 10 71 71
export DIE_AREA = 0 0 81 81
[design/flow/run.sh]
#!/bin/bash
# OpenROAD 26Q1-2900-gdf79404cd8, Yosys 0.63+post, stock flow scripts
make -C /OpenROAD-flow-scripts/flow DESIGN_CONFIG=/design/flow/config.mk WORK_HOME=/design/flow/orfs finish
[design/flow/constraint.sdc]
current_design mux32bit

set clk_period 1.0
set clk_io_pct 0.2

create_clock -name clk0 -period $clk_period

set non_clock_inputs [all_inputs -no_clocks]
set_input_delay [expr $clk_period * $clk_io_pct] -clock clk0 $non_clock_inputs
set_output_delay [expr $clk_period * $clk_io_pct] -clock clk0 [all_outputs]
[design/flow/design.v]
`timescale 1ns / 1ps
module mux32bit(output [31:0] mux_out, 
				   input [31:0] in1, in2, 
					input control);
assign mux_out = (control == 0) ? in1 : in2;
endmodule
==> impl_metrics.sql <==
-- load yosys + openroad results
INSERT INTO impl_metrics (metric_group, metric, value, unit) VALUES
('setup_path', 'timing.critical_path.fanout_max', '1', ''),
('timing', 'setup_violations', '32', ''),
('cells_and_area', 'final_cell_mix', 'sky130_fd_sc_hd__dlygate4sd2_1, sky130_fd_sc_hd__mux2_4, sky130_fd_sc_hd__buf_6, sky130_fd_sc_hd__clkdlybuf4s50_1, sky130_fd_sc_hd__buf_2', ''),
('synth', 'synth.yosys.num_cells', '36', ''),
('routing', 'detail-route-antenna-nets', '0', ''),
('routing', 'detail_route.antenna_diodes', '0', ''),
('place', 'post-dp-hpwl', '2500', 'microns'),
('grt', 'via_count_of_the_first_global_routing_pass', '758', ''),
('timing', 'finalCriticalPeriod', '1.19', 'ns'),
('routing', 'total_routed_wirelength', '2820', 'microns'),
('synth', 'number_of_distinct_library_cells_after_synthesis', '4', ''),
('cells_and_area', 'post_route_cells_drive_above_1_share', '53.3', '%'),
('timing', 'finalMaxSlewViolations', '0', ''),
('die', 'die_h', '81', 'microns'),
('run', 'tool_warnings', '34', ''),
('cells_and_area', 'layout.clock_buffers', '0', ''),
('place', 'io_buffer_count', '97', ''),
('cells_and_area', 'nFlopsAndLatches', '0', ''),
('synth', 'summed_standard_cell_area_reported_by_yosys', '544', 'sq um'),
('synth', 'syn_area_per_cell', '15.1', 'sq um'),
('power', 'p_total', '0.000629', 'W'),
('setup_path', 'timing.critical_path.to_type', 'primary output', ''),
('synth', 'post_synth_main_area_contributors', 'sky130_fd_sc_hd__mux2_4, sky130_fd_sc_hd__buf_12, sky130_fd_sc_hd__mux2_2', ''),
('die', 'fp.dieW', '81', 'microns'),
('synth', 'library_cell_occupying_the_most_area_in_the_post_synthesis_netlist', 'sky130_fd_sc_hd__mux2_4', ''),
('grt', 'pin_count_of_the_biggest_net_entering_global_routing', '11', ''),
('setup_path', 'worst_ep_arrival_time', '0.99', 'ns'),
('timing', 'period_used_share', '119', '%'),
('grt', 'grt_first_pass_wirelength', '4040', 'microns'),
('routing', 'drt_first_pass_iters', '2', ''),
('setup_path', 'path_class', 'input pin to primary output', ''),
('routing', 'vias', '708', ''),
('power', 'leakage', '0.861', 'nW'),
('timing', 'grt_setup_unrepaired', 'true', ''),
('grt', 'grt_antenna_before_repair', '0', ''),
('routing', 'drt-wirelength-per-cell', '15.2', 'microns'),
('die', 'fp-row-count', '22', ''),
('timing', 'max_freq', '844', 'MHz'),
('setup_path', 'start_kind', 'input pin', ''),
('setup_path', 'critical_path_required', '0.80', 'ns'),
('synth', 'postSynthCellCount', '36', ''),
('timing', 'worst_slack', '-0.185', 'ns'),
('power', 'power.density', '396', 'mW/mm^2'),
('run', 'maxCapViolCount', '0', ''),
('outcome', 'failed_checks', 'setup timing', ''),
('timing', 'hold_slack', '0.702', 'ns'),
('routing', 'drt_iter0_drc', '4', ''),
('setup_path', 'timing.critical_path.from', 'in1[2]', ''),
('timing', 'timing.final.hold_violations', '0', ''),
('die', 'chip_area', '0.00656', 'sq mm'),
('routing', 'detail_route.drc_violations', '0', ''),
('setup_path', 'worstSetupEndpoint', 'mux_out[2]', ''),
('die', 'io_pins', '97', ''),
('synth', 'yosysTopAreaCellShare', '82.8', '%'),
('cells_and_area', 'syn2layout_area_growth', '192', '%'),
('routing', 'routed_via_density', '3.83', ''),
('synth', 'yosys_warnings', '0', ''),
('timing', 'setup_total_negative_slack', '-2.97', 'ns'),
('cells_and_area', 'mostFrequentLayoutCell', 'sky130_fd_sc_hd__dlygate4sd2_1', ''),
('timing', 'worst_slew_pin_slew', '0.0827', 'ns'),
('min_path', 'worstHoldPathType', 'input pin to primary output', ''),
('power', 'vdd_drop_max', '0.161', 'mV'),
('place', 'routabilityCongestion', '0.844', ''),
('die', 'floorplan.initialDensity', '15.0', '%'),
('grt', 'global_route.usage.total', '7.54', '%'),
('outcome', 'outcome', 'complete, but fails checks', ''),
('die', 'placeableCoreArea', '0.00363', 'sq mm'),
('synth', 'synth-seq-area-share', '0', '%'),
('timing', 'relSlewSlack', '94.5', '%'),
('cells_and_area', 'area.sequential', '0', 'sq um'),
('synth', 'mappedNetlistArea', '544', 'sq um'),
('grt', 'grt.overflow.total', '0', '');
how the worst min path moves through the flow:
| stage | slack (ns) | cells past startpoint | start | end |
|---|---|---|---|---|
| finish | 0.70 | 3 | in2[16] | mux_out[16] |
| global route | 0.71 | 3 | in1[5] | mux_out[5] |
| CTS | 0.80 | 3 | in2[19] | mux_out[19] |
area by class of cell:
cell class | count | area, sq um
Fill cell | 361 | 2050
Tap cell | 48 | 60.1
Multi-Input combinational cell | 32 | 480
Timing Repair Buffer | 105 | 1050
cells by family after synthesis:
family                 count (synthesis)  synth area share [%]
buffers and inverters                  4                  13.1
muxes                                 32                  86.9
power by group:
group / leakage, nW / internal (W) / switching, W
registers: 0 / 0 / 0
clock network: 0 / 0 / 0
logic: 0.861 / 0.000493 / 0.000136
total: 0.861 / 0.000493 / 0.000136
layer usage:
layer / vias up / share of wire (%) / global-route usage, %
li1: 341 / - / -
met1: 317 / 38 / 9.22
met2: 50 / 51 / 13.1
met3: 0 / 11 / 2.78
met4: 0 / 0 / 0
met5: - / 0 / 0
worst max-delay path, cell delays in order:
cell                              delay (ns)
sky130_fd_sc_hd__clkdlybuf4s50_1        0.40
sky130_fd_sc_hd__mux2_4                 0.27
sky130_fd_sc_hd__buf_6                  0.11
what timing repair did:
item | CTS | global route
hold buffers | 0 | 0
gates resized | 166 | 15
cloned | 1 | 0
buffers inserted | 3 | 0
hold endpoints to repair | 0 | 0
setup endpoints to repair | 32 | 32
pin swaps | 0 | 0
cell usage after synthesis:
cell / n
sky130_fd_sc_hd__buf_12: 3
sky130_fd_sc_hd__mux2_2: 2
sky130_fd_sc_hd__buf_6: 1
sky130_fd_sc_hd__mux2_4: 30
stage by stage:
stage               instances  setup slack, ns  cell area, sq um  util [%]
floorplan                  36           0.0669               544         -
global placement          181           -0.511              1530      42.1
detailed placement        181           -0.530              1530      42.1
CTS                       185           -0.186              1510      41.5
global route              185           -0.205              1590      43.7
finish                    185           -0.185              1590      43.7
Power is estimated from default activity; no workload was simulated.
